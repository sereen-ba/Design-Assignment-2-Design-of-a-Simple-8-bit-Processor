File: design/flow/design.v
`timescale 1ns / 1ps
module ALU(
    input [7:0] parmA,
    input [7:0] parmB,
    input [2:0]AddSub,
    output reg [7:0] result
    );
	always @(*) 
	case(AddSub)
	3'b001:  result = parmA + parmB;  
	3'b101:  result = parmA - parmB;  
	3'b010:  result = parmA & parmB; 
	3'b011:  result = parmA | parmB; 
	3'b100:  result = parmA ^ parmB;  
	default:  result = 8'h000; 
	endcase
endmodule
`timescale 1ns / 1ps
module MUX3(
    input [7:0] in1,
    input [7:0] in2,
    input [7:0] in3,
    input [1:0] ctr,
    output reg [7:0] out
    );
	always @(*)
	case(ctr)
		2'b00: out = in1;
		2'b01: out = in2;
		2'b10: out = in3;
		2'b11: out = 8'h00;
	endcase
endmodule
`timescale 1ns / 1ps
module controlUnit(
  input [2:0] opCode,
  output regWrite,
  output [2:0]AddSub,
  output [1:0] destSrc);
  reg [5:0] ctrlSignals;
  assign {regWrite, AddSub, destSrc} = ctrlSignals;
  always @(*)
    case(opCode)         
      3'b000: ctrlSignals = 6'b1000_00;  
      3'b001: ctrlSignals = 6'b1000_01;  
      3'b010: ctrlSignals = 6'b1001_10;  
      3'b011: ctrlSignals = 6'b1101_10;  
		3'b100: ctrlSignals = 6'b1010_10;  
		3'b101: ctrlSignals = 6'b1011_10;  
		3'b110: ctrlSignals = 6'b1100_10;  
		3'b111: ctrlSignals = 6'b0000_01; 
      default:  ctrlSignals = 6'b0000_00;
    endcase
endmodule
`timescale 1ns / 1ps
module dataPath(
    input [7:0] dataIn,
	 input [2:0] Rx, Ry, 
    output [7:0] dataOut,
    input [2:0] AddSub,
    input [1:0] destSrc, 
    input regWrite,
	 input clock
    );
	wire [7:0] dataA,  dataB, dataW, result; 
	assign dataOut = dataW;
	regFile RF(Ry, Rx, Rx, regWrite, dataA, dataB, dataW, clock);
	ALU   AS(dataB, dataA, AddSub, result);
	MUX3  mux(dataIn, dataA, result, destSrc, dataW);
endmodule
`timescale 1ns / 1ps
module regFile #(parameter AddressSize = 3, WordSize = 8 )(   
    input [AddressSize-1:0] ra,   
    input [AddressSize-1:0] rb,   
    input [AddressSize-1:0] rw,   
    input RegWr, 				 
    output [WordSize-1:0] dataA,
    output [WordSize-1:0] dataB,
    input  [WordSize-1:0] dataW,
    input clk
    );
  reg [WordSize-1:0] rf[0:(1<<AddressSize)-1];   
	initial begin
		rf[0] = 8'h00;
		rf[1] = 8'h00;
		rf[2] = 8'h00;
		rf[3] = 8'h00;
		rf[4] = 8'h00;
		rf[5] = 8'h00;
		rf[6] = 8'h00;
		rf[7] = 8'h00;
	end
  always @(posedge clk)
     if (RegWr) rf[rw] <= dataW;	
  assign dataA = rf[ra];   
  assign dataB = rf[rb];
endmodule
`timescale 1ns / 1ps
module simple8BitProcessor(
    input  [7:0] dataIn,
    output [7:0] dataOut,
	 input  [8:0] func,
	 input  clock
    );
	 wire [2:0] opCode = func[8:6]; 
	 wire [2:0] Rx = func[5:3];  
	 wire [2:0] Ry = func[2:0];  
	 wire [1:0] destSrc;
	 wire regWrite;
	 wire [2:0] AddSub;
	 controlUnit CU(opCode, regWrite, AddSub, destSrc);
	 dataPath    DP(dataIn, Rx, Ry, dataOut, AddSub, destSrc, regWrite, clock);
endmodule
File: design/flow/run.sh
#!/bin/bash
# OpenROAD 26Q1-2900-gdf79404cd8, Yosys 0.63+post, stock flow scripts
make -C /OpenROAD-flow-scripts/flow DESIGN_CONFIG=/design/flow/config.mk WORK_HOME=/design/flow/orfs finish
File: design/flow/config.mk
export PLATFORM = sky130hd
export DESIGN_NAME = simple8BitProcessor
export DESIGN_NICKNAME = simple8BitProcessor
export VERILOG_FILES = /design/flow/design.v
export SDC_FILE = /design/flow/constraint.sdc
export NUM_CORES = 4
export LEC_CHECK = 1
export CORE_UTILIZATION = 50
File: design/flow/constraint.sdc
current_design simple8BitProcessor

set clk_period 6.9
set clk_io_pct 0.2

create_clock -name clk0 -period $clk_period [get_ports {clock}]

set non_clock_inputs [all_inputs -no_clocks]
set_input_delay [expr $clk_period * $clk_io_pct] -clock clk0 $non_clock_inputs
set_output_delay [expr $clk_period * $clk_io_pct] -clock clk0 [all_outputs]
==> results.toml <==
# generated from flow reports
[finish]
finish.instance_area_mm2 = 0.00504
area_growth_pct = 16.9
nFillCells = 679
largest_reg_flops = 64
seq_area_mm2 = 0.00192
final_core_util_pct = 60.7
drive_gt1_share_pct = 20.0
regMostFlops = "DP.RF.rf"
logic_area_mm2 = 0.00223
biggestRegsByFlops = "DP.RF.rf (64)"

[placed_design]
dp_hpwl_um = 8300
post_dp_cell_area_mm2 = 0.00486
gp_congestion = 0.982
port_buffers = 25

[pwr]
combinationalPowerShare_pct = 30.9
p_total_uw = 1070
swShare_pct = 30.0
internal_power_uw = 752
max-vdd-ir-drop_uv = 146
switchingPower_uw = 323
power.density_mw_per_mm2 = 213
power_leakage_uw = 0.00192
p_clk_share_pct = 24.1
p_seq_share_pct = 45.0

[sta]
whs_ps = 1270
slew_headroom_pct = 35.8
slew_viol_final = 0
period_minus_slack_ps = 6620
tightest_slew_ps = 956
fmax_mhz = 151
post-route-period-util_pct = 95.9
clock_skew_ps = 10.3
finalSetupViolations = 0
hold_violations = 0

[clock_network]
ctsLongestPathBuffers = 2
cts_root_buf = "clkbuf_8"
cts-htree-levels = 3
cts_tree = "yes"
postCtsSetupBuffers = 0
cts.sinks = 64
cts.clk_slew.worst_paths_ps = 70
cts_buffers = 9
clk_latency_ps = 330

[logic_synthesis]
syn_area_per_cell_um2 = 11.8
yosys_area_mm2 = 0.00431
syn_area_mm2 = 0.00431
ys_cells = 366
synthCells = 366
ys_seq_share_pct = 44.6
ys_ff = 64
ys_warn_count = 4
synth.distinct_cells = 46
edf_count = 64
synthFlopType = "edfxtp_1"
async_flop_share_pct = 0

[floorplan]
fp.coreArea_mm2 = 0.00830
die_y_um = 94.9
initCoreUtil_pct = 52.0
dieWidth_um = 94.9
io-pin-count = 26
rows = 33
die_area_mm2 = 0.00900

[job]
max_cap_violations = 0
warnings = 34

[status]
status = "complete, no violations"

[critical_path]
start_kind = "primary input"
cp-end-kind = "output port"
required_ps = 5520
arrival_ps = 5240
critPathMaxFanout = 22
critPathKind = "in -> out"

[route]
drcViolationCount = 0
routed_wl_um = 11000
vias_per_cell = 6.01
drt_iter0_markers = 173
dr.pass1.iters = 4
ant_nets = 0
wire_per_inst_um = 21.0
dr_total_vias = 3156
antenna_cells = 0

[global_routing]
grt_overflow = 0
grt_pass1_vias = 3213
gr-usage-met3_pct = 10.1
busiest_layer = "met1"
grt_pass1_wl_um = 17200
use_met2_pct = 42.8
gr-usage-met1_pct = 44.4
grt_start_max_net_pins = 24
antenna_found_initial = 0
track_usage_pct = 28.4

[worst_hold_path]
hold_class = "reg -> reg"
-- critical path, cell delays in order --
cell and delay (ps):
clkdlybuf4s50_1 680, buf_6 290, nor2_1 100, a22oi_1 160
nor2_1 60, nor3_1 390, inv_1 130, ha_1 350
nor2b_1 140, o21ai_0 140, nand2b_1 110, a21o_1 190
a21oi_1 160, xor2_1 90, o21ai_0 190, buf_4 190
clkdlybuf4s50_1 470
-- placed cells by master (no fill, tap or decap), drive strengths merged, types with 3 or more instances in the layout --
cell type,Yosys,routed
clkbuf,10,10
inv,19,19
a211oi,4,4
clkdlybuf4s50,0,23
nor3,19,19
nand2,19,19
clkinv,0,4
nand2b,10,10
a22oi,7,7
nor2,26,26
nand3,10,10
ha,24,24
mux4,21,21
o21ai,29,29
o221ai,4,4
xor2,4,4
buf,11,35
mux2i,29,29
a21oi,11,11
o22ai,6,6
nor3b,3,3
mux2,4,4
edfxtp,64,64
xnor2,8,8
nor2b,6,6
-- stage by stage --
stage               cells  setup WS, ps  setup TNS, ps
global route          525         -4.44          -4.44
floorplan             366          1060              0
detailed placement    510          5.07              0
CTS                   525          90.4              0
global placement      510          58.3              0
finish                525           281              0
-- repair_timing --
item	4_1_cts	5_1_grt
setup endpoints to repair	1	3
hold buffers	0	0
resized	1	6
-- cells in the mapped netlist, types with 3 or more instances --
| library cell | n | area share (%) |
|---|---|---|
| nor3b_1 | 3 | 0.52 |
| buf_1 | 3 | 0.26 |
| inv_1 | 14 | 1.2 |
| clkbuf_1 | 10 | 0.87 |
| xor2_1 | 4 | 0.81 |
| a21oi_1 | 11 | 1.3 |
| o221ai_1 | 4 | 0.81 |
| nor2_1 | 26 | 2.3 |
| o22ai_1 | 6 | 0.87 |
| a22oi_1 | 7 | 1.2 |
| mux2i_1 | 28 | 6.5 |
| mux4_2 | 20 | 10 |
| inv_2 | 5 | 0.44 |
| o21ai_0 | 22 | 2.6 |
| xnor2_1 | 8 | 1.6 |
| nand2_1 | 19 | 1.7 |
| ha_1 | 24 | 7.0 |
| nand3_1 | 9 | 1.0 |
| o21ai_1 | 5 | 0.58 |
| buf_2 | 6 | 0.70 |
| nor2b_1 | 6 | 0.87 |
| mux2_2 | 4 | 1.0 |
| nor3_1 | 18 | 2.1 |
| a211oi_1 | 4 | 0.70 |
| edfxtp_1 | 64 | 45 |
| nand2b_1 | 10 | 1.5 |
-- cell type report --
cell class / instances / share of cell area, %
multi-input cells: 262 / 44.3
flip-flops and latches: 64 / 38.1
repair buffers: 60 / 10.5
well taps: 105 / 2.61
clock buffers: 10 / 2.53
inverters: 19 / 1.41
clock inverters: 5 / 0.496
-- power by group through the flow --
stage,Sequential (µW),Clock (µW),Combinational [µW]
4_1_cts,483,265,332
5_1_grt,485,282,372
6_report,483,259,332
-- logic make-up after synthesis --
| kind of cell | share of synthesized area (%) |
|---|---|
| buffers and inverters | 3.92 |
| muxes | 19.1 |
| xor gates and xnor gates | 2.44 |
| AOI/OAI and AO/OA | 11.1 |
| and+or+nand+nor | 11.5 |
| adders and majority gates | 7.43 |
| DFF | 44.6 |
-- layer usage --
layer / vias to the layer above / wire length, µm / share of wire (%)
met2: 119 / 5180 / 47
met3: 11 / 968 / 8.8
met4: 0 / 152 / 1.4
met5: - / 0 / 0
li1: 1503 / - / -
met1: 1523 / 4710 / 43
-- path summary, 6_finish.rpt --
kind	startpoint	depth (start not counted)	slack, ps	end
worst max-delay path	func[5]	17	280	dataOut[6]
worst max register to register	DP.RF.rf[0][1]$_DFFE_PP_	15	3290	DP.RF.rf[7][7]$_DFFE_PP_
worst min-delay path	DP.RF.rf[5][5]$_DFFE_PP_	4	1270	DP.RF.rf[0][5]$_DFFE_PP_
worst min register to register	DP.RF.rf[5][5]$_DFFE_PP_	4	1270	DP.RF.rf[0][5]$_DFFE_PP_
Power and IR drop assume default switching activity.
